--- flow/constraint.sdc ---
current_design road

set clk_period 9.6
set clk_io_pct 0.2

create_clock -name clk0 -period $clk_period [get_ports {clk}]

set non_clock_inputs [all_inputs -no_clocks]
set_input_delay [expr $clk_period * $clk_io_pct] -clock clk0 $non_clock_inputs
set_output_delay [expr $clk_period * $clk_io_pct] -clock clk0 [all_outputs]
--- flow/config.mk ---
export PLATFORM = sky130hd
export DESIGN_NAME = road
export DESIGN_NICKNAME = road
export VERILOG_FILES = /design/flow/design.v
export SDC_FILE = /design/flow/constraint.sdc
export NUM_CORES = 4
export LEC_CHECK = 1
export CORE_UTILIZATION = 30
--- flow/run.sh ---
#!/bin/bash
# OpenROAD 26Q1-2900-gdf79404cd8, Yosys 0.63+post, stock flow scripts
make -C /OpenROAD-flow-scripts/flow DESIGN_CONFIG=/design/flow/config.mk WORK_HOME=/design/flow/orfs finish
--- flow/design.v ---
`timescale 1ns / 1ps
module road(
    output [7:0] timer,
	 output reg en=0,
    output green_main,
    output yellow_main,
    output red_main,
    output green_secondary,
    output yellow_secondary,
    output red_secondary,
    input sensor,
    input clk
    );
    parameter highway_green=2'b00,highway_yellow=2'b01,secondary_green=2'b10,secondary_yellow=2'b11;
	 reg [1:0] present_state=0,next_state=0;
    reg [28:0] cnt=0;
	 reg [3:0] in_7seg=0;
	 wire [7:0] out_7seg;
	 always @(posedge clk) present_state <= next_state;
    always @(*) begin 
	   case ( present_state ) 
	        highway_green :begin 
			                  if ( sensor==0 ) next_state=highway_green;
			                  if ( sensor==1 && cnt>0  ) next_state=highway_green;
									if ( sensor==1 && cnt==0 ) next_state=highway_yellow;
			                 end
	        highway_yellow:begin
			                  if ( sensor==1 && cnt > 0 ) next_state=highway_yellow; 
			                  if( sensor==1 && cnt==0 ) next_state=secondary_green;
	                       end
	        secondary_green:begin 
			                  if ( sensor==0 ) next_state=secondary_yellow;
			                  if ( sensor==1 && cnt > 0 ) next_state=secondary_green;
			                  if ( sensor==1 && cnt==0 ) next_state=secondary_yellow;
			                  end
			  secondary_yellow:begin 
			                     if ( cnt >0 ) next_state=secondary_yellow;
	                           if ( cnt==0 ) next_state=highway_green;
	                         end
	   endcase
	 end
    always @(posedge clk) begin 
           if ( sensor==0 && present_state==highway_green) cnt<=360000000;
           if ( sensor==1 && present_state==highway_green ) cnt<=cnt-1;
           if ( cnt==0 && next_state==highway_yellow ) cnt<=48000000;
           if ( sensor==1 && present_state==highway_yellow ) cnt<=cnt-1;
           if ( cnt==0 && next_state==secondary_green ) cnt<=120000000;
			  if ( sensor==1 && present_state==secondary_green ) cnt<=cnt-1;
           if ( next_state==secondary_yellow ) cnt<=48000000;
			  if ( present_state==secondary_yellow ) cnt<=cnt-1;
           if ( cnt==0 && next_state==highway_green ) cnt<=360000000;
    end	
    always @(posedge clk) begin 
           if ( cnt<24000000 ) in_7seg<=0;
           if ( cnt>=24000000 && cnt<48000000 ) in_7seg<=1;
           if ( cnt>=48000000 && cnt<72000000 ) in_7seg<=2;
			  if ( cnt>=72000000 && cnt<96000000 ) in_7seg<=3;
           if ( cnt>=96000000 && cnt<120000000 ) in_7seg<=4;
           if ( cnt>=120000000 && cnt<144000000 ) in_7seg<=5;
			  if ( cnt>=144000000 && cnt<168000000 ) in_7seg<=6;				 			
           if ( cnt>=168000000 && cnt<192000000 ) in_7seg<=7;
           if ( cnt>=192000000 && cnt<216000000 ) in_7seg<=8;
			  if ( cnt>=216000000 && cnt<240000000 ) in_7seg<=9;
           if ( cnt>=240000000 && cnt<264000000 ) in_7seg<=10;
           if ( cnt>=264000000 && cnt<288000000 ) in_7seg<=11;
			  if ( cnt>=288000000 && cnt<312000000 ) in_7seg<=12;
           if ( cnt>=312000000 && cnt<336000000 ) in_7seg<=13;
           if ( cnt>=336000000 && cnt<360000000 ) in_7seg<=14;
			  if ( cnt==360000000 ) in_7seg<=15;
	 end
    sevenseg_decoder s1(out_7seg,1'b0,in_7seg) ;
    assign green_main= ( present_state==highway_green )  ?  1 : 0;
    assign yellow_main= ( present_state==highway_yellow ) ? 1: 0;
	 assign red_main= ( present_state==secondary_green || present_state==secondary_yellow ) ? 1: 0;
	 assign green_secondary= ( present_state==secondary_green ) ? 1: 0;
    assign yellow_secondary= ( present_state==secondary_yellow ) ? 1: 0;
	 assign red_secondary= ( present_state==highway_green || present_state==highway_yellow ) ? 1: 0;
    assign timer=out_7seg; 
endmodule
`timescale 1ns / 1ps
module sevenseg_decoder(
    output [7:0] out,
	 input EN,
    input [3:0] in
    );
	 wire [7:0] w1;
	 assign w1= (in==4'b0000 )?  8'b00111111:
	            ( in==4'b0001 )?  8'b00110000:
					( in==4'b0010 )?  8'b01011011:
					( in==4'b0011 )?  8'b01001111:
					( in==4'b0100 )?  8'b01100110:
					( in==4'b0101 )?  8'b01101101:
					( in==4'b0110 )?  8'b01111101: 
					( in==4'b0111 )?  8'b00000111:
					( in==4'b1000 )?  8'b01111111:
					( in==4'b1001 )?  8'b01101111:
					( in==4'b1010 )?  8'b01110111:
					( in==4'b1011 )?  8'b01111100:
					( in==4'b1100 )?  8'b0111001:
					( in==4'b1101 )?  8'b01011110:
					( in==4'b1110 )?  8'b01111001: 8'b01110001;
	 assign out=(EN==0)? ~w1 : 8'b00000000;
endmodule
==> summary.txt <==
CTS Buf Count: 5
Arr. time, crit path: 4.07 ns
sequential fraction of design power: 42.4%
fa+ha+maj area frac: 0.369%
Max IR drop VDD: 0.0000602 V
Pins Over Slew Limit: 0
XOR-XNOR Cells, Area Fraction: 5.43%
Clock Root Buffer: clkbuf_16
Top non-seq family: simple AND/OR/NAND/NOR gates
Final Cycle Share: 40.6%
Max Cap Viol: 0
first-pass GRT wire length: 16500 um
Max Freq: 257 MHz
ANT cells: 0
Leak: 1.29 nW
Reg clk slew, reported paths: 0.06 ns
startpoint type of the worst setup path: input port
setup TNS: 0 ns
first-pass detailed-route iteration total: 6
final std cells w/o fill: 627
total track usage: 17.7%
die height: 108 um
vias in the first global route: 3190
antenna violations before repair: 0
clock skew: 0.00502 ns
hold path start: cnt[1]
Top FF cell, synth: dfxtp_1
path depth of the worst reg2reg path: 7
yosys warning tally: 1
worst-margin pin slew: 0.844 ns
r2r setup slk: 6.13 ns
fin util: 34.1%
post-synthesis mux area share: 0.591%
number of flops mapped to enable cells by yosys: 0
crit path from: sensor
GRT overflow: 0
crit end category: register
Post-synth ARST share: 0%
placed insts: 619
PwrDens: 92.1 mW/mm^2
max_slew headroom: 43.2%
Worst Path Max Fanout: 19
worst flop-to-flop path startpoint: cnt[9]
Clk pwr share: 56.6%
clock buffer depth: 2
number of port buffers: 14
CTS H-tree lvls: 2
initial DRC count: 415
worst setup path end: cnt[4]
largest net degree at the start of global routing: 23
Area growth syn-to-layout: 9.97%
RSZ-0062 raised after global routing: false
WS Path Type: input port to register
Sw Pwr: 0.0722 mW
Sw Share: 21.0%
synth cell count leaders: nor2_1, nand2_1, clkbuf_1, dfxtp_1, o21ai_0
leading area contributor after synthesis: dfxtp_1
Final ANT Viol Nets: 0
YS chip area: 0.00339 sq mm
number of unconstrained endpoints: 4
Area leader share: 20.7%
worst hold path class: register to register
layout cells sized above 1: 5.13%
Late-Pin Clk Latency: 0.28 ns
post-route cell area: 0.00372 sq mm
aoi share: 27.4%
TritonCTS clock tree: done
WL final: 10100 um
P_int: 0.271 mW
tool warnings: 25
mean post-synth cell area: 6.68 sq um
status: finished, final reports clean
Final Hold Viols: 0
starting density of the core: 31.0%
Worst Path Required: 9.77 ns
Synth Cell Area: 0.00339 sq mm
Placement Cell Area: 0.00355 sq mm
ys cells: 507
# resized after CTS: 0
I/O pin cnt: 17
Yosys cell types: 66
gp weighted congestion: 0.931
cell count after synthesis: 507
die area: 0.0117 sq mm
width of the die: 108 um
Setup Buffers After CTS: 0
DRC errors left: 0
register pins left without a clock: 2
vias per cell: 6.03
Reg-to-Reg End: cnt[22]
Post-synth regs: 37
count leader, synth: nor2_1
post-synthesis simple-gate area fraction: 37.4%
post-DP HPWL: 6990 um
CORE AREA: 0.0109 sq mm
hold buffers post-CTS: 0
fin crit period: 3.90 ns
Gate power share: 1.0%
# rows: 38
Synth area leaders: dfxtp_1, nor2_1, nand2_1
total number of vias: 3778
setup violators final: 0
WL/cell: 16.1 um
## placed cells by master, fill, tap and decap left out, types with 5 or more instances in the layout
master / count
o21ai_0: 32
and3_1: 10
buf_4: 5
inv_1: 12
or4_1: 8
nand3_1: 28
nor4_1: 16
clkdlybuf4s50_1: 14
a211oi_1: 5
xnor2_1: 14
nand4_1: 13
xor2_1: 7
dfxtp_1: 35
nand2_1: 45
o31ai_1: 6
nor3_1: 25
nand2b_1: 8
o21a_1: 5
a31oi_1: 8
and2_1: 5
or3_1: 5
a21oi_1: 24
nor2_1: 65
clkbuf_16: 5
## critical path, stage by stage
cell and delay (ns):
clkdlybuf4s50_1 0.82, o21ba_2 0.25, o21a_1 0.35, or4_1 0.52, xor2_1 0.15, nor2_1 0.05
## metal layers
layer | global-route usage [%] | wire (um)
met1 | 28.2 | 4650
met2 | 25.3 | 4320
met3 | 2.45 | 920
met4 | 4.15 | 172
met5 | 0 | 0
## cell type report
type                    instances  area [sq um]
clock buffers                   5           125
clock inverters                 3          47.5
fillers                      1165          7210
inverters                      13          48.8
multi-input cells             410          2420
flip-flops and latches         37           731
well taps                     140           175
repair buffers                 19           178
## power groups by stage
stage / logic [mW] / registers, mW / clock network [mW]
4_1_cts: 0.00346 / 0.145 / 0.196
5_1_grt: 0.00399 / 0.145 / 0.204
6_report: 0.00352 / 0.145 / 0.194
## cell families (layout without fill, tap and decap cells)
family                     after synthesis  count (layout)
and+or+nand+nor                        249             249
other                                    2               2
buffers and inverters                   60              40
AOI/OAI and AO/OA                      135             135
latches                                  2               2
DFF                                     35              35
adders and majority gates                1               1
xor gates and xnor gates                21              21
muxes                                    2               2
## how the worst min path moves through the flow
| stage | to | slack, ns | depth (start not counted) |
|---|---|---|---|
| 6_report | cnt[1] | 0.53 | 2 |
| 5_1_grt | cnt[1] | 0.56 | 2 |
| 4_1_cts | cnt[1] | 0.54 | 2 |
## registers in the layout (all words and copies together), names as in the netlist
| signal | count |
|---|---|
| cnt | 29 |
| in_7seg | 4 |
| next_state | 2 |
| present_state | 2 |
## metrics by stage
stage	power, mW	worst slack (ns)	hold slack (ns)
2_1_floorplan	0.152	6.43	0.493
3_3_place_gp	0.152	5.45	0.516
3_5_place_dp	0.152	5.44	0.527
4_1_cts	0.345	5.73	0.535
5_1_grt	0.354	5.54	0.561
6_report	0.343	5.70	0.533
Power and IR drop assume default switching activity.
