`/design/flow/run.sh`:
```
#!/bin/bash
# OpenROAD 26Q1-2900-gdf79404cd8, Yosys 0.63+post, stock flow scripts
make -C /OpenROAD-flow-scripts/flow DESIGN_CONFIG=/design/flow/config.mk WORK_HOME=/design/flow/orfs finish
```
`/design/flow/config.mk`:
```
export PLATFORM = sky130hd
export DESIGN_NAME = HDL_DUT
export DESIGN_NICKNAME = HDL_DUT
export VERILOG_FILES = /design/flow/design.v
export SDC_FILE = /design/flow/constraint.sdc
export NUM_CORES = 4
export LEC_CHECK = 1
export CORE_UTILIZATION = 30
```
`/design/flow/constraint.sdc`:
```
current_design HDL_DUT

set clk_period 25.4
set clk_io_pct 0.2

create_clock -name clk0 -period $clk_period [get_ports {clk}]

set non_clock_inputs [all_inputs -no_clocks]
set_input_delay [expr $clk_period * $clk_io_pct] -clock clk0 $non_clock_inputs
set_output_delay [expr $clk_period * $clk_io_pct] -clock clk0 [all_outputs]
```
`/design/flow/design.v`:
```
`timescale 1 ns / 1 ns
module HDL_DUT
          (clk,
           reset,
           clk_enable,
           in1,
           ce_out,
           out);
  input   clk;
  input   reset;
  input   clk_enable;
  input   signed [15:0] in1;   
  output  ce_out;
  output  signed [17:0] out;   
  wire enb;
  reg signed [15:0] Delay_out1;   
  reg signed [15:0] Delay1_out1;   
  wire signed [31:0] Gain_mul_temp;   
  wire signed [15:0] Gain_out1;   
  wire signed [17:0] Sum_stage2_sub_cast;   
  wire signed [17:0] Sum_stage2_sub_cast_1;   
  wire signed [17:0] Sum_op_stage2;   
  reg signed [15:0] Delay2_out1;   
  wire signed [17:0] Sum_stage3_add_cast;   
  wire signed [17:0] Sum_out1;   
  assign enb = clk_enable;
  always @(posedge clk or posedge reset)
    begin : Delay_process
      if (reset == 1'b1) begin
        Delay_out1 <= 16'sb0000000000000000;
      end
      else begin
        if (enb) begin
          Delay_out1 <= in1;
        end
      end
    end
  always @(posedge clk or posedge reset)
    begin : Delay1_process
      if (reset == 1'b1) begin
        Delay1_out1 <= 16'sb0000000000000000;
      end
      else begin
        if (enb) begin
          Delay1_out1 <= Delay_out1;
        end
      end
    end
  assign Gain_mul_temp = 16'sb0111100110111010 * Delay1_out1;
  assign Gain_out1 = Gain_mul_temp[30:15] + $signed({1'b0, Gain_mul_temp[14]});
  assign Sum_stage2_sub_cast = {{2{Delay_out1[15]}}, Delay_out1};
  assign Sum_stage2_sub_cast_1 = {Gain_out1[15], {Gain_out1, 1'b0}};
  assign Sum_op_stage2 = Sum_stage2_sub_cast - Sum_stage2_sub_cast_1;
  always @(posedge clk or posedge reset)
    begin : Delay2_process
      if (reset == 1'b1) begin
        Delay2_out1 <= 16'sb0000000000000000;
      end
      else begin
        if (enb) begin
          Delay2_out1 <= Delay1_out1;
        end
      end
    end
  assign Sum_stage3_add_cast = {{2{Delay2_out1[15]}}, Delay2_out1};
  assign Sum_out1 = Sum_op_stage2 + Sum_stage3_add_cast;
  assign out = Sum_out1;
  assign ce_out = clk_enable;
endmodule   
```
==> impl_metrics.csv <==
group,metric,value,unit
sta,setup_viol,0,
critical_path,end_kind,"output port",
finish,synthToLayoutAreaGrowth,11.01,%
sta,period_minus_slack,14.62,ns
drt,ant_nets,0,
run,tool_warnings,35,
global_routing,grt_max_degree,52,
clock_network,cts_resized,0,
drt,via_count,5374,
run_status,status,"completed",
die,fp.coreArea,27030,sq um
finish,finish.utilization,34.06,%
hold_path,worstHoldStart,"Delay2_out1[0]",
synthesis,synth_cells,795,
critical_path,r2r_cells,4,
clock_network,cts_tree,"yes",
clock_network,cts_max_level,2,
placement,pre_cts_slack,11.16,ns
hold_path,hold_class,"reg2reg",
synthesis,ys.flops,48,
clock_network,path_clk_slew,0.07,ns
synthesis,yosys_warnings,1,
synthesis,synthTopCellsByCount,"177 x inv_1, 127 x ha_1, 121 x fa_1",
clock_network,clk_latency,0.30,ns
clock_network,cts_setup_buffers,0,
sta,max_freq,68.41,MHz
drt,antenna_cells,0,
sta,hold_viol,0,
drt,drc_errors,0,
critical_path,cp_num_buf_inv,4,
global_routing,grt_remaining_overflow,0,
synthesis,synth-main-ff-cell,"dfrtp_1",
critical_path,cpMostUsedCell,"ha_1",
run,max-cap-violations,0,
sta,finalCritPeriodShare,57.55,%
critical_path,r2r_slack,24.18,ns
synthesis,yosys_area,8293,sq um
synthesis,yosysUniqueCellTypes,61,
clock_network,ctsHoldBuffers,0,
sta,skew,0.005149,ns
drt,avgViaCountPerCell,4.581,
synthesis,netlist_area,8293,sq um
clock_network,cts_sinks,48,
sta,setup_slack,10.78,ns
synthesis,ys_cells,795,
clock_network,clockBufferDepth,2,
die,pin_count,38,
critical_path,cp_max_fo,7,
sta,rsz0062_at_grt,"false",
die,rows,60,
placement,hpwlAfterDp,14080,um
critical_path,slowest_stage,"fa_1",
synthesis,yosysMostFrequentCell,"inv_1",
clock_network,cts_made_buffers,5,
global_routing,track_usage,13.25,%
sta,setup_tns,0,ns
sta,maxSlewViolCount,0,
critical_path,r2r-end,"Delay1_out1[15]",
critical_path,crit_path_start_kind,"flip-flop",
drt,wire_per_inst,13.95,um
global_routing,antenna_found_initial,0,
critical_path,critical_path_class,"reg2out",
finish,drive_gt1_share,10.46,%
synthesis,ys_async_sr_fraction,100.0,%
placement,dpl.cell_count,1165,
die,chipWidth,168.3,um
synthesis,avgSynthCellArea,10.43,sq um
global_routing,grt_pass1_wl,28960,um
drt,wirelength,16370,um
synthesis,synth-edff-count,0,
finish,fillCellCount,2730,
synthesis,area_leaders,"fa_1 29%, ha_1 19%, dfrtp_1 14%",
drt,dr.pass1.iters,4,
critical_path,worst_ep_arrival_time,9.54,ns
critical_path,critPathMaxStageDelay,0.53,ns
finish,final_cells,1173,
sta,relSlewSlack,55.39,%
placement,port_buffers,37,
synthesis,top_area_share,29.21,%
hold_path,worstHoldEndpoint,"Delay2_out1[0]",
hold_path,min_path_cells,1,
synthesis,top_area_cell,"fa_1",
synthesis,ys_seq_share,14.48,%
global_routing,grt_pass1_vias,5731,
critical_path,cpLargestDelayFamily,"adder cells",
die,die_h,168.3,um
sta,worst_pin_slew,0.6692,ns
drt,drt-initial-drc-count,161,
die,chipArea,28310,sq um
die,fp_util,30.69,%
critical_path,crit_required,20.32,ns
clock_network,cts_root_buf,"clkbuf_16",
critical_path,r2r_start,"Delay1_out1[15]",
placement,place.gp.congestion,0.8994,
## layout make-up
class	count	area (sq um)	area share, %
clock buffer	5	125.1	1.359
clock inverter	3	18.77	0.2039
inverter	177	664.4	7.217
multi-input combinational	558	6375	69.24
sequential	48	1201	13.05
tap	341	426.7	4.634
timing repair buffer	41	395.4	4.295
## per-layer routing
| layer | vias to the layer above | track usage [%] | wire length (um) |
|---|---|---|---|
| met3 | 11 | 3.926 | 959 |
| met1 | 2637 | 20.21 | 8027 |
| met5 | - | 0 | 0 |
| li1 | 2624 | - | - |
| met4 | 0 | 0.7905 | 127 |
| met2 | 102 | 20.03 | 7255 |
## worst max path at each step
stage / cells after the start / endpoint / from / slack (ns)
after CTS: 33 / out[17] / Delay1_out1[6] / 10.76
after global routing: 33 / out[17] / Delay1_out1[4] / 10.24
final: 33 / out[17] / Delay1_out1[6] / 10.78
## registers in the layout, summed over array words and instances, names as in the netlist
| signal | cells |
|---|---|
| Delay2_out1 | 16 |
| Delay1_out1 | 16 |
| Delay_out1 | 16 |
## cells in the final DEF, fill, tap and decap left out, types with 5 or more instances in the layout
cell type,instances
clkbuf_16,5
ha_1,127
o21a_1,7
nor2b_1,6
xor2_1,25
nor3_1,9
a21oi_1,21
nand2_1,31
mux2_2,46
inv_1,176
nor2_1,28
nand3_1,10
o211ai_1,5
nand2b_1,8
a21o_1,7
fa_1,121
clkdlybuf4s50_1,36
xnor2_1,29
o21ai_0,15
dfrtp_1,48
## logic make-up (layout without fill, tap and decap cells)
family,after synthesis,after routing,share of synthesized area (%)
multiplexers,49,49,6.608
buffers and inverters,189,226,8.645
AND/OR/NAND/NOR,115,115,7.287
adder cells (fa/ha/maj),248,248,48.37
AND-OR/OR-AND,90,90,8.509
XOR/XNOR,56,56,6.095
flip-flops,48,48,14.48
## metrics by stage
stage                     cell area, sq um  hold slack [ns]
after floorplan                       8293           0.4849
after global placement                9062           0.4967
after detailed placement              9062           0.5074
after CTS                             9206           0.5246
after global routing                  9206           0.5461
final                                 9206           0.5185
