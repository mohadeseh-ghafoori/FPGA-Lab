==> flow/design.v <==
`timescale 1ns / 1ps
module receiver(
    output reg data_valid=0,
	 output reg [3:0] cnt=0,
    output reg [7:0] data_out=0,
    input clk,
    input Rx
    );
    reg [7:0] register=0;
	 reg start_flag=0;
	 reg [10:0] cnt_start=0;
	 reg [11:0] cnt_sample=0;
	 always @(posedge clk) begin
	      if ( Rx==0 ) cnt_start<=cnt_start+1;
	      if ( cnt_start==1250 ) begin
			    cnt_start<=0;
				 start_flag<=1;
			end
	      if ( start_flag==1 ) cnt_sample<=cnt_sample+1;
			if ( cnt_sample==2500 ) begin 
			     cnt_sample<=0;
	           cnt<=cnt+1;
	           if(cnt<8) register <= {Rx,register[7:1]};
	             if ( cnt==8 & Rx==1 ) begin
	                   data_out <= register;
	                   data_valid<=1;
							 start_flag<=0;
	             end
	       end
			 if (cnt==9)  begin
	             cnt<=cnt+1;
	             register<=0;
	             data_valid<=0;
	       end
	       if(cnt==10) cnt<=0;
	 end
endmodule
`timescale 1ns / 1ps
module top_tranrec(
    output [7:0] data_out,
    input [7:0] data,
    input start,
    input clk
    );
    wire Tx,data_valid;
	 wire [3:0] cnt_trans;
	 wire [3:0] cnt_rec;
	transmitter t2(Tx,cnt_trans,data,~start,clk);
   receiver r2(data_valid,cnt_rec,data_out,clk,Tx);
endmodule
`timescale 1ns / 1ps
module transmitter(
    output Tx,
	 output reg [3:0] cnt=0,
    input [7:0] data,
    input start,
    input clk
    );
    reg [9:0] shift_register=10'b1111_1111_11;
    reg start_flag=0;
	 reg [11:0] cnt_transmit=0;
    always @(posedge clk) begin 
	      if (start==1 && start_flag==0) begin   
			    start_flag<=1;
				 shift_register<={1'b1,data,1'b0};
			end
	      if (start_flag) cnt_transmit<=cnt_transmit+1;
			if ( cnt_transmit== 2500 ) begin 
			    cnt_transmit<=0;
				 cnt<=cnt+1;
				 if( cnt<11 ) shift_register<={1'b1,shift_register[9:1]};
			end
	      if(cnt==11) begin 
			   start_flag<=0;
			   cnt<=0;
			   shift_register<=10'b1111_1111_11;
			end
	 end
    assign Tx=shift_register[0];
endmodule
==> flow/run.sh <==
#!/bin/bash
# OpenROAD 26Q1-2900-gdf79404cd8, Yosys 0.63+post, stock flow scripts
make -C /OpenROAD-flow-scripts/flow DESIGN_CONFIG=/design/flow/config.mk WORK_HOME=/design/flow/orfs finish
==> flow/config.mk <==
export PLATFORM = sky130hd
export DESIGN_NAME = top_tranrec
export DESIGN_NICKNAME = top_tranrec
export VERILOG_FILES = /design/flow/design.v
export SDC_FILE = /design/flow/constraint.sdc
export NUM_CORES = 4
export LEC_CHECK = 1
export CORE_UTILIZATION = 40
==> flow/constraint.sdc <==
current_design top_tranrec

set clk_period 4.2
set clk_io_pct 0.2

create_clock -name clk0 -period $clk_period [get_ports {clk}]

set non_clock_inputs [all_inputs -no_clocks]
set_input_delay [expr $clk_period * $clk_io_pct] -clock clk0 $non_clock_inputs
set_output_delay [expr $clk_period * $clk_io_pct] -clock clk0 [all_outputs]
==> out/metrics.yaml <==
synth_stat.cells: 308
peakVddDrop_v: 0.000223
worstPathArrival_ns: 2.37
finalClockSkew_ns: 0.00542
async_flop_share_pct: 0
ys_sh_xor_pct: 8.04
critPathSlowestCell: "or4b_4"
area_growth_pct: 16.7
gp_routability_congestion: 0.808
finalCritPeriodShare_pct: 57.0
layout-drive-gt1-share_pct: 10.1
yosys.cell_types.count: 38
max_freq_mhz: 418
max_cap_viol_count: 0
grt_overflow_total: 0
logic_family: "simple AND/OR/NAND/NOR gates"
antenna_found_initial: 0
synthesis.area_um2: 3050
io_buffer_count: 17
cts_buffer_depth: 2
drt_pass1_iterations: 4
power.density_nw_per_um2: 360
cts_setup_buffers: 0
mux_area_share_pct: 9.92
drc: 0
avgSynthCellArea_um2: 9.91
htree_num_levels: 3
relSlewSlack_pct: 54.2
end_kind: "flip-flop"
hpwl_um: 3250
yosys.area.top_type_share_pct: 41.3
grt_use_total_pct: 13.6
initCoreUtil_pct: 41.6
rows: 31
yosysTopAreaCell: "dfxtp_1"
clk_pin_slew_ns: 0.07
ys_chip_area_um2: 3050
core_region_area_um2: 7330
num_antenna_cells: 0
fin_crit_ns: 2.39
outcome: "complete, no violations"
simple_gate_area_share_pct: 21.6
flop_cell: "dfxtp_1"
common_cells: "63 x dfxtp_1, 34 x nand2_1, 30 x nor2_1, 19 x mux2i_1, 16 x xnor2_1"
edf_count: 8
io-pin-count: 18
path_max_fanout: 9
die_width_um: 89.3
wire_per_inst_um: 10.8
topCellsByArea: "dfxtp_1 41%, edfxtp_1 7.9%, mux2i_1 6.2%"
crit_family: "simple AND/OR/NAND/NOR gates"
worst_setup_path_start_kind: "flip-flop"
wl_um: 4710
ant_nets: 0
synthCells: 308
clk_latency_ns: 0.34
synth-seq-cells: 71
yosys_warnings: 2
synth_seq_share_pct: 49.2
cts_hold_buffers: 0
cpPeakStageDelay_ns: 0.57
grt_pass1_wl_um: 8360
drtIter0Drc: 40
hold_class: "flip-flop to flip-flop"
cp.required_ns: 4.18
die_area_um2: 7980
report.final.hold_viol_count: 0
grt_max_degree: 14
cts_root_buffer: "clkbuf_8"
fin_tns_setup_ns: 0
top_cell: "dfxtp_1"
vias: 2089
worstMarginPinSlew_ns: 0.684
drv_slew: 0
ys_sh_aoi_pct: 4.18
adder_share_pct: 4.51
crit_type: "flip-flop to flip-flop"
grt_pass1_vias: 1976
vias_per_cell: 4.80
fillers: 645
cp_num_buf_inv: 0
holdWs_ns: 0.433
power.leakage_nw: 1.36
crit_chain: "or4b_4 > or3_2 > nor2_1"
finalSetupViolCount: 0
post_cts_resize_count: 0
rsz0062_at_grt: "false"
warnings: 31
die_height_um: 89.3
cts_tree: "done"
cts.sinks: 71
numCtsBuffers: 9
## kinds of logic after synthesis
| logic type | Yosys count |
|---|---|
| buffers and inverters | 20 |
| and+or+nand+nor | 127 |
| muxes | 29 |
| AOI/OAI and AO/OA | 22 |
| xor gates and xnor gates | 28 |
| adders and majority gates | 11 |
| DFF | 71 |
## worst paths after layout
| kind | end | slack [ns] | cells past startpoint | start |
|---|---|---|---|---|
| worst max-delay path | r2.data_out[7] | 1.81 | 3 | r2.cnt_sample[5] |
| worst min-delay path | r2.data_out[1] | 0.43 | 0 | r2.register[1] |
| worst max register to register | r2.data_out[7] | 1.81 | 3 | r2.cnt_sample[5] |
| worst min register to register | r2.data_out[1] | 0.43 | 0 | r2.register[1] |
## per-layer routing
layer	GRT usage, %	vias to the layer above	routed length (um)	part of all wire [%]
li1	-	1117	-	-
met1	19.2	946	2440	52
met2	22.1	19	2040	43
met3	3.93	7	157	3.3
met4	1.44	0	68	1.4
met5	0	-	0	0
## flip-flops by register name, summed over array words and instances (netlist names)
name	cells
r2.cnt_sample	12
t2.cnt_transmit	12
r2.cnt_start	11
t2.shift_register	10
r2.data_out	8
r2.register	8
r2.cnt	4
t2.cnt	4
r2.start_flag	1
t2.start_flag	1
## where the power goes
group | total (mW) | internal, mW | switching [mW]
Clock | 0.589 | 0.335 | 0.254
Sequential | 0.684 | 0.684 | 0.000234
Combinational | 0.00894 | 0.00755 | 0.00138
## final cells by class
cell class,count,area [um^2],share of cell area [%]
well taps,99,124,3.48
inverters,12,45.0,1.26
flip-flops and latches,71,1500,42.2
multi-input cells,217,1480,41.5
repair buffers,20,193,5.41
clock buffers,9,124,3.48
clock inverters,7,96.3,2.71
## stage by stage
stage	power (mW)	cells	util, %	setup WS, ns	instance area, um^2
2_1_floorplan	0.700	308	-	1.98	3050
3_3_place_gp	0.709	419	45.6	1.68	3340
3_5_place_dp	0.709	419	45.6	1.64	3340
4_1_cts	1.30	435	48.6	1.78	3560
5_1_grt	1.33	435	48.6	1.68	3560
6_report	1.28	435	48.6	1.81	3560
## cells in the final DEF (no fill, tap or decap), drive strengths merged, types with 6 or more instances in the layout
cell / synthesis / final
clkdlybuf4s50: 0 / 17
o21ai: 9 / 9
nand2: 34 / 34
or3: 6 / 6
xnor2: 16 / 16
mux2: 10 / 10
inv: 12 / 13
nand4: 11 / 11
edfxtp: 8 / 8
nor2: 30 / 30
nor3: 10 / 10
dfxtp: 63 / 63
a21oi: 7 / 7
mux2i: 19 / 19
xor2: 12 / 12
clkbuf: 5 / 9
ha: 11 / 11
nand3: 10 / 10
No activity file was given, so power comes from the tool's default toggle rates.
